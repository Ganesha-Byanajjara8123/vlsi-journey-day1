$ cat flow/design.v
`timescale 1ns / 1ps
module barrel_shifter_8 (
    input  wire [7:0] in,
    input  wire [2:0] shamt,
    input  wire [1:0] mode,    
    output reg  [7:0] out
);
    always @(*) begin
        case (mode)
            2'b00: out = in << shamt;
            2'b01: out = in >> shamt;
            2'b10: out = (in << shamt) | (in >> (8 - shamt));   
            2'b11: out = (in >> shamt) | (in << (8 - shamt));   
        endcase
    end
endmodule
`timescale 1ns / 1ps
module priority_encoder_8 (
    input  wire [7:0] in,
    output reg  [2:0] out,
    output reg        valid
);
    always @(*) begin
        valid = |in;
        casex (in)
            8'b1xxxxxxx: out = 3'd7;
            8'b01xxxxxx: out = 3'd6;
            8'b001xxxxx: out = 3'd5;
            8'b0001xxxx: out = 3'd4;
            8'b00001xxx: out = 3'd3;
            8'b000001xx: out = 3'd2;
            8'b0000001x: out = 3'd1;
            8'b00000001: out = 3'd0;
            default:     out = 3'd0;
        endcase
    end
endmodule
`timescale 1ns / 1ps
module shift_encode_unit (
    input  wire [7:0] in,
    input  wire [2:0] shamt,
    input  wire [1:0] mode,
    output wire [7:0] shifted,
    output wire [2:0] pe_out,
    output wire       pe_valid
);
    barrel_shifter_8 BS (in, shamt, mode, shifted);
    priority_encoder_8 PE (shifted, pe_out, pe_valid);
endmodule
$ cat flow/run.sh
#!/bin/bash
# OpenROAD 26Q1-2900-gdf79404cd8, Yosys 0.63+post, stock flow scripts
make -C /OpenROAD-flow-scripts/flow DESIGN_CONFIG=/design/flow/config.mk WORK_HOME=/design/flow/orfs finish
$ cat flow/config.mk
export PLATFORM = sky130hd
export DESIGN_NAME = shift_encode_unit
export DESIGN_NICKNAME = shift_encode_unit
export VERILOG_FILES = /design/flow/design.v
export SDC_FILE = /design/flow/constraint.sdc
export NUM_CORES = 4
export LEC_CHECK = 1
export CORE_AREA = 10 10 112 112
export DIE_AREA = 0 0 122 122
$ cat flow/constraint.sdc
current_design shift_encode_unit

set clk_period 6.2
set clk_io_pct 0.2

create_clock -name clk0 -period $clk_period

set non_clock_inputs [all_inputs -no_clocks]
set_input_delay [expr $clk_period * $clk_io_pct] -clock clk0 $non_clock_inputs
set_output_delay [expr $clk_period * $clk_io_pct] -clock clk0 [all_outputs]
==> flow_summary.json <==
{
  "outcome": "finished clean",
  "wl_per_cell_um": 15.0,
  "nFillCells": 1153,
  "worstSetupPathType": "input port to primary output",
  "ir_drop_uv": 17.9,
  "yosys.area_share.simple_pct": 31.3,
  "ys_warn_count": 2,
  "nClkBuffers": 0,
  "path_cells": "clkdlybuf4s50_1 > buf_4 > mux2i_1 > mux2_2 > o31ai_1 > or4_4 > nor4_4 > nor3_1 > a211oi_2 > clkdlybuf4s50_1",
  "nFlopsAndLatches": 0,
  "worst-slew-pin-transition_ps": 569,
  "drtIter0Drc": 83,
  "synthTopLogicFamily": "AND-OR/OR-AND gates",
  "setup_viol": 0,
  "initial_utilization_pct": 12.0,
  "post-cts-setup-buffers": 0,
  "warnings": 32,
  "stdcell_count": 329,
  "grt_overflow": 0,
  "drt_wl_total_um": 4940,
  "via_per_inst": 4.51,
  "critPathSlowestCell": "or4_4",
  "grtUsageTotal_pct": 6.43,
  "ys_cells": 173,
  "crit_arrival_ps": 4580,
  "cp_top_family": "buffers and inverters",
  "slew_headroom_pct": 62.1,
  "slew_viol_final": 0,
  "row_count": 37,
  "holdBufCountCts": 0,
  "max_stage_delay_ps": 550,
  "max_cap_violations": 0,
  "crit_required_ps": 4960,
  "grt_max_degree": 38,
  "vias": 1484,
  "rsz0062_at_grt": "no",
  "crit_fanout": 37,
  "adder_share_pct": 1.02,
  "p_leak_nw": 0.572,
  "globalplace.congestion": 0.956,
  "regArea_um2": 0,
  "start_kind": "input port",
  "drive_gt1_share_pct": 15.5,
  "die-area_um2": 14900,
  "postSynthAreaPerCell_um2": 7.12,
  "dr.pass1.iters": 6,
  "ys_types": 58,
  "fin_util_pct": 16.0,
  "yosys.area_share.xor_xnor_pct": 1.42,
  "cp_num_buf_inv": 3,
  "top_area_share_pct": 9.75,
  "cellPowerDensity_nw_per_um2": 93.6,
  "hold_viol_final": 0,
  "synthAoiAreaFrac_pct": 33.3,
  "syn_inst": 173,
  "area_growth_pct": 33.1,
  "detail-route-antenna-nets": 0,
  "fin_total_pwr_mw": 0.154,
  "die_y_um": 122,
  "drc": 0,
  "grt_pass1_wl_um": 7880,
  "syn_area_um2": 1230,
  "place_inst": 329,
  "comb_area_um2": 1110,
  "diodes": 0,
  "top_cells_by_area": "mux2i_1 9.7%, mux4_2 7.3%, mux2_2 5.5%",
  "post_cts_resized": 0,
  "synth_top_cell_by_area": "mux2i_1",
  "io_pins": 25,
  "path_common_cell": "clkdlybuf4s50_1",
  "hp-class": "input port to primary output",
  "period_needed_ps": 5820,
  "yosys_area_um2": 1230,
  "first_global_vias": 1389,
  "max_clock_freq_mhz": 172,
  "finalCritPeriodShare_pct": 93.9,
  "die_x_um": 122,
  "muxShareOfSynthArea_pct": 23.5,
  "critPathCaptureType": "primary output",
  "antenna_found_initial": 0,
  "portBuffers": 25,
  "core-area_um2": 10200,
  "seq_area_frac_synth_pct": 0,
  "dp_hpwl_um": 3870,
  "setup_tns_ps": 0
}
## per-layer routing
layer	GRT usage, %	share of wire, %	up-vias
met4	0.969	1.7	0
met1	8.63	40	687
met3	0.235	6.0	8
met5	0	0	-
met2	11.4	52	68
li1	-	-	721
## placed cells by master (no fill, tap or decap), drive strengths merged, types with 2 or more instances in the layout
master          n
or3             2
a32oi           3
a21oi           9
nor4            2
and2            2
nor2           14
mux2i          12
buf            10
mux2            7
a311oi          5
a211oi          5
clkdlybuf4s50  25
o21ai           5
nand2b          5
nand4           2
nor3            7
o31ai           3
nor2b           4
mux4            4
clkinv          2
o221ai          3
o32ai           2
nand3          10
a21o            2
a22oi           2
nand2          17
inv             6
a211o           2
a31oi           2
## synthesized netlist by cell type (all sizes together), types with 3 or more instances
library cell / count
nand2b: 5
a311oi: 5
a21oi: 9
o21ai: 5
mux2i: 12
o221ai: 3
clkbuf: 5
buf: 10
nor2b: 4
nor2: 14
a32oi: 3
mux4: 4
nand2: 17
o31ai: 3
inv: 6
nor3: 7
mux2: 7
nand3: 10
a211oi: 5
## metrics by stage
step / worst slack (ps) / area, um^2 / hold slack [ps]
after global routing: 231 / 1640 / 3920
after floorplan: 1330 / 1230 / 2640
final: 376 / 1640 / 3820
after detailed placement: 406 / 1640 / 3830
after global placement: 357 / 1640 / 3830
after CTS: 387 / 1640 / 3830
## cells by family (layout without fill, tap and decap cells)
| kind of cell | Yosys count | count (layout) |
|---|---|---|
| multiplexers | 23 | 23 |
| AND/OR/NAND/NOR | 71 | 71 |
| AND-OR/OR-AND | 53 | 53 |
| buffers and inverters | 23 | 43 |
| adder cells (fa/ha/maj) | 1 | 1 |
| XOR/XNOR | 2 | 2 |
## path summary, 6_finish.rpt
kind / startpoint / to / slack, ps / depth (start not counted)
min: mode[1] / shifted[0] / 3820 / 4
max: shamt[0] / pe_out[0] / 380 / 10
## layout make-up
| class | instances | area share [%] |
|---|---|---|
| Inverter | 8 | 1.83 |
| Multi-Input combinational cell | 150 | 68.0 |
| Tap cell | 136 | 10.4 |
| Timing Repair Buffer | 35 | 19.8 |
## tightest hold or removal path: stages
cell and delay [ps]:
clkdlybuf4s50_1 620, a2bb2oi_1 240, a21oi_1 70, clkdlybuf4s50_1 410
## power breakdown
group	switching (mW)	total, mW	internal (mW)
clock network	0	0	0
registers	0	0	0
logic	0.0778	0.154	0.0758
Power and IR drop assume default switching activity.
