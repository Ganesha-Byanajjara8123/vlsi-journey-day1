==> /design/flow/constraint.sdc <==
current_design ALU_Day5

set clk_period 3.1
set clk_io_pct 0.2

create_clock -name clk0 -period $clk_period

set non_clock_inputs [all_inputs -no_clocks]
set_input_delay [expr $clk_period * $clk_io_pct] -clock clk0 $non_clock_inputs
set_output_delay [expr $clk_period * $clk_io_pct] -clock clk0 [all_outputs]
==> /design/flow/config.mk <==
export PLATFORM = sky130hd
export DESIGN_NAME = ALU_Day5
export DESIGN_NICKNAME = ALU_Day5
export VERILOG_FILES = /design/flow/design.v
export SDC_FILE = /design/flow/constraint.sdc
export NUM_CORES = 4
export LEC_CHECK = 1
export CORE_AREA = 10 10 95 95
export DIE_AREA = 0 0 105 105
==> /design/flow/design.v <==
module ALU_Day5 (
    input  wire [3:0] A,
    input  wire [3:0] B,
    input  wire [3:0] OpCode,
    output reg  [3:0] Result,
    output reg        Zero_Flag,
    output reg        Negative_Flag,
    output reg        Parity_Flag,
    output reg        SLT_Flag
);
    wire [1:0] shamt = B[1:0];
    wire [1:0] mode  = B[3:2];
    always @* begin
        Result        = 4'b0000;
        SLT_Flag      = 1'b0;
        Negative_Flag = 1'b0;
        Parity_Flag   = 1'b0;
        case (OpCode)
            4'b0000: Result = A + B;           
            4'b0001: Result = A - B;           
            4'b0010: Result = A & B;           
            4'b0011: Result = A | B;           
            4'b0100: Result = A ^ B;           
            4'b0101: begin
                SLT_Flag = ($signed(A) < $signed(B));
                Result   = SLT_Flag ? 4'd1 : 4'd0;
            end
            4'b0110: begin
                case (mode)
                    2'b00: Result = A << shamt;                      
                    2'b01: Result = A >> shamt;                      
                    2'b10: Result = $signed(A) >>> shamt;            
                    default: Result = 4'b0000;
                endcase
            end
            4'b0111: begin
                case (mode)
                    2'b00: Result = (A << shamt) | (A >> (4 - shamt));  
                    2'b01: Result = (A >> shamt) | (A << (4 - shamt));  
                    default: Result = 4'b0000;
                endcase
            end
            default: Result = 4'b0000;
        endcase
        Zero_Flag     = (Result == 4'b0000);
        Negative_Flag = Result[3];
        Parity_Flag   = ^Result;
    end
endmodule
==> /design/flow/run.sh <==
#!/bin/bash
# OpenROAD 26Q1-2900-gdf79404cd8, Yosys 0.63+post, stock flow scripts
make -C /OpenROAD-flow-scripts/flow DESIGN_CONFIG=/design/flow/config.mk WORK_HOME=/design/flow/orfs finish
==> summary.txt <==
Notes on the flow run.

- For reference, the top cells by area after synthesis are sky130_fd_sc_hd__ha_1 20%, sky130_fd_sc_hd__mux2i_1 6.5%, sky130_fd_sc_hd__o21ai_0 6.0%.
- The routed layout has roughly 1.4k vias.
- The hold slack is 1.90 ns, for reference.
- The violation tally recorded at the end of detailed-routing iteration 0 is ~67.
- In this run the standard cell core region covers around 0.0069 mm^2.
- The internal power is ~0.00016 W, for reference.
- The mean post-synth cell area is ~7.4 um^2, for reference.
- The minimum period implied by the final worst setup slack is roughly 3.3 ns, for reference.
- After filler insertion, the fill cell instance count of the layout stands at 721.
- The critical path in the final layout is reported with a setup slack of -0.221 ns.
- Max-cap violations in this run came to 0.
- The remaining antenna violation count is 0, for reference.
- The final number of hold-violating endpoints is 0, for reference.
- The checks that failed: setup timing.
- The share of power burned in registers is 0, for reference.
- 0 antenna diodes ended up in the layout.
- The worst setup path is captured at an output pin.
- The critical setup path kind is input pin to output pin, for reference.
- The count of hold-fix buffers inserted at cts is 0, for reference.
- Entering global routing, the biggest net connects 18 pins.
- The run finished, with violations left.
- The wire-length estimate of the detail-placed layout is around 3000 um.
- Sorting the synthesis cell report by count puts at the top sky130_fd_sc_hd__ha_1.
- The register area is 0 um^2, for reference.
- The sequential cell count is 0, for reference.
- The number of antenna violations at the first check in global routing was 0.
- The layout stage reports a final design area of approximately 0.002 mm^2.
- The first TritonRoute pass finished after 4 iterations.
- The maximum clock frequency is 0.301 GHz, for reference.
- The sort of element at the start of the critical path is an input pin, for reference.
- The total overflow reported by the global router is 0, for reference.
- The placement report lists the number of port buffers as 20.
- Setup repair after global routing could not meet its margin everywhere.
- The share of synthesized area in the top cell type comes to 0.197.
- The part of the total power dissipated in the clock network is 0, for reference.
- The number of instances in the synthesized netlist is around 150, for reference.
- Data on the critical path is required at its endpoint by 2.48 ns.
- Per the detailed-route log, wirelength across all metal layers totals 3950 um.
- The mapped netlist covers between 0.001 and 0.0015 mm^2.
- The count of standard-cell rows is 30, for reference.
- The sum of internal, switching and leakage power is roughly 0.00030 W, for reference.
- Ranked by instance count, the synthesized netlist is headed by 17 x sky130_fd_sc_hd__ha_1, 13 x sky130_fd_sc_hd__o21ai_0, 11 x sky130_fd_sc_hd__a21oi_1, 10 x sky130_fd_sc_hd__inv_1, 8 x sky130_fd_sc_hd__nand2_1.
- The total count of max-transition violations in the final report is 0, for reference.
- According to the floorplan report, the die height is 105 um.
- The post-place instance area is 0.00168 mm^2, for reference.
- Total power normalized to cell area comes to between 100 and 150 mW/mm^2.
- After its last routability iteration, the placer logged a weighted congestion of between 0.9 and 1.
- The tally of yosys warning messages is 1, for reference.
- The post-route DRC violation count is 0, for reference.
- The accumulated negative setup slack is -0.281 ns, for reference.
- The initial utilization of the core area, before any placement, comes to 0.157.
- The routed design shows a via density per instance of roughly 4.4.
- The layout overhead on the synthesized area is 85.4%, for reference.
- The net switching power is about 0.00013 W, for reference.
- The logic area is between 0.001 and 0.0015 mm^2, for reference.
- Dividing the final minimum period by the clock period gives 1.07.
- Summed over all cells, the static leakage comes to ~0.89 nW.
- Checking max transition, the worst relative margin is 0.716.
- For the worst setup path, the data arrival time is between 2 and 3 ns.
- The wire length of the first global-routing pass is approximately 6500 um, for reference.
- sky130_fd_sc_hd__ha_1 takes more of the synthesized area than any other cell.
- The number of unique standard cell types used by synthesis is around 44, for reference.
- 20 I/O pins were placed.
- The number of clock-tree buffers in the layout is 0, for reference.
- The part of the power in combinational logic is 1.000, for reference.
- For this run, the register share of the synthesized area comes to 0.
- The maximum fanout encountered on the critical timing path is 3, for reference.
- Switching power as a fraction of the total was reported as 0.441.
- The layout summary lists the proportion of cells stronger than drive strength 1 as 0.523.
- The final count of negative-setup-slack endpoints is 2, for reference.
- The peak supply drop is around 0.032 mV, for reference.
- The total cells reported by yosys after synthesis is roughly 150, for reference.
- The total die area is 0.0110 mm^2, for reference.
- The floorplan step set the die width to 105 um.
- The total tool warning count is 45, for reference.
- The worst-margin pin slew is 0.423 ns, for reference.
- The type recorded for the worst min-delay path is input pin to output pin.
- In the final routed layout, each cell accounts on average for 12.7 um.
- The via count of the first global-routing pass is between 1k and 1.5k, for reference.
- According to the Yosys statistics, the synthesized design has a chip area of approximately 0.0011 mm^2.
- The total global-route track usage is 0.0686, for reference.
- The share of the core filled with cells in the final layout is 0.290, for reference.
worst paths after layout:
kind / slack (ns) / from / endpoint / cells after the start
max: -0.22 / A[0] / Parity_Flag / 12
min: 1.90 / B[2] / Result[0] / 6
kinds of logic (layout without fill, tap and decap cells):
| logic type | Yosys count | count (layout) | synth area share |
|---|---|---|---|
| AOI/OAI and AO/OA | 44 | 44 | 0.263 |
| xor gates and xnor gates | 2 | 2 | 0.0162 |
| adders and majority gates | 19 | 19 | 0.234 |
| buffers and inverters | 21 | 90 | 0.0961 |
| muxes | 9 | 9 | 0.106 |
| and+or+nand+nor | 52 | 52 | 0.285 |
layout make-up:
class / count / area share
inverter: 10 / 0.0225
tap: 96 / 0.0599
multi-input combinational: 126 / 0.581
timing repair buffer: 80 / 0.337
repair_timing:
item,4_1_cts,5_1_grt
pin swaps,32,12
setup endpoints to repair,8,6
buffers inserted,19,0
resized,100,14
layout by cell type (no fill, tap or decap), drive strengths merged, types with 2 or more instances in the layout:
| cell | netlist | final |
|---|---|---|
| buf | 9 | 69 |
| ha | 17 | 17 |
| o21ai | 13 | 13 |
| a21oi | 11 | 11 |
| inv | 10 | 10 |
| nand2 | 8 | 8 |
| mux2i | 7 | 7 |
| nand3b | 6 | 6 |
| dlygate4sd2 | 0 | 6 |
| nor3 | 5 | 5 |
| nand2b | 5 | 5 |
| nor2 | 5 | 5 |
| nand3 | 4 | 4 |
| nor2b | 4 | 4 |
| nor4 | 4 | 4 |
| clkbuf | 2 | 3 |
| o31ai | 3 | 3 |
| a211oi | 3 | 3 |
| o211ai | 3 | 3 |
| and3 | 3 | 3 |
| and4 | 2 | 2 |
| nand4 | 2 | 2 |
| a311oi | 2 | 2 |
| mux4 | 2 | 2 |
| fa | 2 | 2 |
| o21bai | 2 | 2 |
power groups by stage:
| stage | registers [W] | clock network (W) | logic, W |
|---|---|---|---|
| 4_1_cts | 0 | 0 | 0.000283 |
| 5_1_grt | 0 | 0 | 0.000323 |
| 6_report | 0 | 0 | 0.000295 |
routing by layer:
| layer | part of all wire | global-route usage | routed length (um) |
|---|---|---|---|
| met1 | 0.48 | 0.0925 | 1890 |
| met2 | 0.47 | 0.117 | 1850 |
| met3 | 0.048 | 0.00745 | 191 |
| met4 | 0.0043 | 0.00980 | 17 |
| met5 | 0 | 0 | 0 |
per-stage QoR:
stage | cells | setup slack [ns]
6_report | 312 | -0.221
4_1_cts | 312 | -0.246
3_3_place_gp | 295 | -1.19
5_1_grt | 312 | -0.347
2_1_floorplan | 147 | -0.233
3_5_place_dp | 295 | -1.21
worst max-delay path: stages:
cell	delay (ns)
sky130_fd_sc_hd__buf_8	0.09
sky130_fd_sc_hd__inv_4	0.04
sky130_fd_sc_hd__ha_4	0.15
sky130_fd_sc_hd__fa_2	0.41
sky130_fd_sc_hd__nand3b_1	0.17
sky130_fd_sc_hd__o21ai_1	0.08
sky130_fd_sc_hd__nand2b_1	0.06
sky130_fd_sc_hd__a221o_1	0.35
sky130_fd_sc_hd__and4_1	0.19
sky130_fd_sc_hd__ha_2	0.32
sky130_fd_sc_hd__xor2_1	0.12
sky130_fd_sc_hd__buf_2	0.11
Power is estimated from default activity; no workload was simulated.
