## ./design.v

```verilog
module ALU_Multicycle_Handshake (
    input wire         clk,
    input wire         rst,
    input wire         in_valid,
    output wire        in_ready,
    input wire [3:0]   A,
    input wire [3:0]   B,
    input wire [2:0]   OpCode,
    output reg         out_valid,
    output reg [7:0]   Result,
    output reg         busy
);
    localparam OP_ADD = 3'b000,
               OP_SUB = 3'b001,
               OP_AND = 3'b010,
               OP_OR  = 3'b011,
               OP_XOR = 3'b100,
               OP_SLT = 3'b101,
               OP_MUL = 3'b110;
    localparam IDLE = 0,
               EXEC = 1,
               DONE = 2;
    reg [1:0] state, next_state;
    reg [3:0] A_reg, B_reg;
    reg [2:0] Op_reg;
    reg [2:0] cycle_cnt;
    reg [7:0] mul_temp;
    assign in_ready = (state == IDLE);
    always @(posedge clk or posedge rst) begin
        if (rst)
            state <= IDLE;
        else
            state <= next_state;
    end
    always @(*) begin
        next_state = state;
        case (state)
            IDLE: begin
                if (in_valid)
                    next_state = EXEC;
            end
            EXEC: begin
                if (Op_reg == OP_MUL) begin
                    if (cycle_cnt == 3)
                        next_state = DONE;
                end else begin
                    next_state = DONE;   
                end
            end
            DONE: begin
                next_state = IDLE;
            end
        endcase
    end
    always @(posedge clk or posedge rst) begin
        if (rst) begin
            busy      <= 0;
            out_valid <= 0;
            Result    <= 0;
            cycle_cnt <= 0;
        end else begin
            out_valid <= 0;   
            case (state)
                IDLE: begin
                    busy <= 0;
                    if (in_valid) begin
                        A_reg  <= A;
                        B_reg  <= B;
                        Op_reg <= OpCode;
                        cycle_cnt <= 0;
                        busy <= 1;
                    end
                end
                EXEC: begin
                    if (Op_reg == OP_MUL) begin
                        if (cycle_cnt == 0)
                            mul_temp <= A_reg * B_reg;
                        cycle_cnt <= cycle_cnt + 1;
                        if (cycle_cnt == 3)
                            Result <= mul_temp;
                    end else begin
                        case (Op_reg)
                            OP_ADD: Result <= A_reg + B_reg;
                            OP_SUB: Result <= A_reg - B_reg;
                            OP_AND: Result <= A_reg & B_reg;
                            OP_OR : Result <= A_reg | B_reg;
                            OP_XOR: Result <= A_reg ^ B_reg;
                            OP_SLT: Result <= ($signed(A_reg) < $signed(B_reg)) ? 8'd1 : 8'd0;
                            default: Result <= 8'hXX;
                        endcase
                    end
                end
                DONE: begin
                    out_valid <= 1;
                    busy      <= 0;
                end
            endcase
        end
    end
endmodule
```

## ./run.sh

```bash
#!/bin/bash
# OpenROAD 26Q1-2900-gdf79404cd8, Yosys 0.63+post, stock flow scripts
make -C /OpenROAD-flow-scripts/flow DESIGN_CONFIG=/design/flow/config.mk WORK_HOME=/design/flow/orfs finish
```

## ./config.mk

```make
export PLATFORM = sky130hd
export DESIGN_NAME = ALU_Multicycle_Handshake
export DESIGN_NICKNAME = ALU_Multicycle_Handshake
export VERILOG_FILES = /design/flow/design.v
export SDC_FILE = /design/flow/constraint.sdc
export NUM_CORES = 4
export LEC_CHECK = 1
export CORE_UTILIZATION = 40
```

## ./constraint.sdc

```tcl
current_design ALU_Multicycle_Handshake

set clk_period 3.3
set clk_io_pct 0.2

create_clock -name clk0 -period $clk_period [get_ports {clk}]

set non_clock_inputs [all_inputs -no_clocks]
set_input_delay [expr $clk_period * $clk_io_pct] -clock clk0 $non_clock_inputs
set_output_delay [expr $clk_period * $clk_io_pct] -clock clk0 [all_outputs]
```

==> flow_metrics.tcl <==
# flow metrics
set metrics [dict create \
    antenna_found_initial 0 \
    tightest_slew_ns 0.594 \
    fill_cells 512 \
    finalCritPeriodShare_pct 88.3 \
    clk_pin_slew_ns 0.08 \
    grt_pass1_wl_mm 6.70 \
    ys_types 42 \
    min_path_type "flop to flop" \
    grt_overflow 0 \
    power_frac_clock_pct 30.0 \
    placeableCoreArea_um2 5510 \
    ys_chip_area_um2 2270 \
    htree_num_levels 2 \
    hpwl_mm 3.03 \
    crit_type "flop to flop" \
    arrival_ns 2.94 \
    setup_tns_ns 0 \
    cp_slowest_cell "fa_1" \
    largestRegisters "Result (8), mul_temp (8)" \
    path_cells "nand2_1 > fa_1 > fa_1 > inv_1 > ha_1 > a21o_1 > a21oi_1 > o21bai_1 > a21oi_1 > xnor2_1" \
    clk_latency_ns 0.29 \
    ant_nets 0 \
    vias_per_cell 4.90 \
    fmax_ghz 0.343 \
    ys_cells 219 \
    diodes 0 \
    yosys_warnings 1 \
    clock-sinks 35 \
    p_sw_mw 0.278 \
    async_flop_share_pct 45.7 \
    largest_area_cell "edfxtp_1" \
    post-place-ws_ns 0.383 \
    fin_util_pct 48.8 \
    grt_max_degree 19 \
    period_needed_ns 2.91 \
    cts_made_buffers 5 \
    synth_top_area_share_pct 25.1 \
    seqPwrFrac_pct 48.8 \
    clock_path_buffers 2 \
    critPathCaptureType "flop" \
    routed_wl_mm 3.93 \
    syn_inst 219 \
    hold_violations 0 \
    finalClockSkew_ns 0.0123 \
    io_buffers 24 \
    drt_iter0_drc 92 \
    swShare_pct 24.5 \
    ctsResizeCount 0 \
    syn_to_final_growth_pct 18.2 \
    maxCapViolations 0 \
    cts_tree "done" \
    io_pins 25 \
    rows 27 \
    synth_area_um2 2270 \
    max_stage_delay_ns 0.54 \
    rrSetupSlack_ns 0.39 \
    p_leak_nw 1.18 \
    tool_warnings 34 \
    combPwrFrac_pct 21.1 \
    post_cts_buffers 0 \
    num_vias 1562 \
    wl_per_cell_um 12.3 \
    slew_headroom_pct 60.4 \
    ys.flops 35 \
    syn_area_per_cell_um2 10.4 \
    setup-violations-final 0 \
    topCellsByArea "edfxtp_1 (25%), dfrtp_1 (17%), ha_1 (15%)" \
    globalplace.congestion 0.826 \
    die_w_um 77.4 \
    outcome "finished clean" \
    drive_gt1_share_pct 7.69 \
    worst-path-max-fanout 5 \
    dieArea_um2 5990 \
    irDropWorstVdd_v 0.000290 \
    flop_cell "edfxtp_1" \
    common_cells "ha_1 (27), inv_1 (25), nor2_1 (25)" \
    die_h_um 77.4 \
    first_global_vias 1419 \
    edf_count 19 \
    grtUsageTotal_pct 14.8 \
    maxSlewViolCount 0 \
    p_int_mw 0.854 \
    hold_buffers 0 \
    start_kind "flop" \
    fin_ws_ns 0.387 \
    rsz0062_at_grt "false" \
    cp.required_ns 3.33 \
    yosysSeqAreaShare_pct 42.7 \
    route.detailed.drc 0 \
    synth.most_common_cell "ha_1" \
    drt_pre_antenna_iters 4 \
    power_density_nw_per_um2 421 \
    floorplan.core_util_pct 41.3 \
    root_buffer "clkbuf_8" \
]
-- cell families (layout without fill, tap and decap cells) --
kind of cell	Yosys count	after routing	synth area share (%)
AND-OR/OR-AND	49	49	13.7
XOR/XNOR	7	7	2.70
adder cells (fa/ha/maj)	33	33	20.1
buffers and inverters	33	61	5.94
flip-flops	35	35	42.7
multiplexers	4	4	2.31
AND/OR/NAND/NOR	58	58	12.5
-- power by group through the flow --
stage	Combinational, mW	Sequential, mW	Clock [mW]
6_report	0.239	0.553	0.340
5_1_grt	0.273	0.561	0.371
4_1_cts	0.243	0.554	0.351
-- layout by cell type (no fill, tap or decap), types with 5 or more instances in the layout --
cell	instances
ha_1	27
inv_1	25
nor2_1	25
clkdlybuf4s50_1	24
edfxtp_1	19
nand2_1	17
dfrtp_1	15
a21oi_1	15
o21ai_1	9
o22ai_1	7
clkbuf_8	7
fa_1	6
xnor2_1	5
-- worst max-delay path: cells and delay by family, from the launching register on --
kind	cells	cell delay (ns)
adders and majority gates	3	1.29
DFF	1	0.47
xor gates and xnor gates	1	0.07
buffers and inverters	1	0.07
AOI/OAI and AO/OA	4	0.61
and+or+nand+nor	1	0.14
-- stage by stage --
| stage | std cells | total power, mW | hold slack, ns | cell area [um2] |
|---|---|---|---|---|
| 3_3_place_gp | 311 | 0.803 | 0.357 | 2590 |
| 4_1_cts | 319 | 1.15 | 0.377 | 2690 |
| 3_5_place_dp | 311 | 0.805 | 0.359 | 2590 |
| 5_1_grt | 319 | 1.21 | 0.395 | 2690 |
| 6_report | 319 | 1.13 | 0.373 | 2690 |
| 2_1_floorplan | 219 | 0.678 | 0.347 | 2270 |
-- per-layer routing --
| metal | vias up | part of all wire, % | track usage, % | routed length (um) |
|---|---|---|---|---|
| met4 | 0 | 0.51 | 1.32 | 20 |
| met5 | - | 0 | 0 | 0 |
| met1 | 724 | 49 | 24.8 | 1940 |
| li1 | 804 | - | - | - |
| met2 | 32 | 46 | 22.3 | 1810 |
| met3 | 2 | 4.0 | 2.39 | 157 |
-- final cells by class --
cell class	instances	area, um2	area share (%)
Multi-Input combinational cell	151	1170	43.4
Tap cell	72	90.1	3.35
Clock buffer	7	96.3	3.58
Inverter	27	101	3.77
Timing Repair Buffer	26	255	9.49
Clock inverter	1	6.26	0.233
Sequential cell	35	972	36.2
-- path summary, 6_finish.rpt --
kind	from	endpoint	cells after the start
max in group asynchronous	rst	Result[7]	2
setup reg to reg	A_reg[1]	mul_temp[7]	10
hold / removal	state[1]	out_valid	0
min in group asynchronous	rst	busy	2
hold reg to reg	state[1]	out_valid	0
setup / recovery	A_reg[1]	mul_temp[7]	10
Power figures rest on the tool's default switching activity, not on a simulated workload.
